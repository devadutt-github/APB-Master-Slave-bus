### config.mk
export PLATFORM = sky130hd
export DESIGN_NAME = apb_master
export DESIGN_NICKNAME = apb_master
export VERILOG_FILES = /design/flow/design.v
export SDC_FILE = /design/flow/constraint.sdc
export NUM_CORES = 4
export LEC_CHECK = 1
export CORE_AREA = 10 10 86 86
export DIE_AREA = 0 0 96 96
### constraint.sdc
current_design apb_master

set clk_period 3.2
set clk_io_pct 0.2

create_clock -name clk0 -period $clk_period [get_ports {PCLK}]

set non_clock_inputs [all_inputs -no_clocks]
set_input_delay [expr $clk_period * $clk_io_pct] -clock clk0 $non_clock_inputs
set_output_delay [expr $clk_period * $clk_io_pct] -clock clk0 [all_outputs]
### design.v
module apb_master #(
    parameter ADDRESS_WIDTH = 32,
    parameter DATA_WIDTH = 32
)(
    input  logic PCLK,
    input  logic PRESETn,
    input  logic [ADDRESS_WIDTH-1:0] ADDRESS,
    input  logic [DATA_WIDTH-1:0] WDATA,
    input  logic W_ENABLE,
    input  logic R_ENABLE,
    input  logic M_PREADY,
    input  logic [DATA_WIDTH-1:0] M_PRDATA,
    output logic M_TRANSFER,
    output logic [ADDRESS_WIDTH-1:0] M_PADDR,
    output logic [DATA_WIDTH-1:0] M_PWDATA,
    output logic M_PWRITE,
    output logic M_PSEL,  
    output logic M_PENABLE,
    output logic [DATA_WIDTH-1:0] M_RDATA  
);
    assign M_TRANSFER = (W_ENABLE || R_ENABLE);
    assign M_PADDR = (state == IDLE) ? '0 : ADDRESS;
    assign M_PWDATA = (state == IDLE && W_ENABLE) ? '0 : WDATA;
    assign M_PWRITE = (state == IDLE) ? 0 : W_ENABLE;
    assign M_PSEL = (state == IDLE) ? 0 : 1; 
    assign M_PENABLE = (state == ACCESS) ? 1 : 0;
    assign M_RDATA = M_PRDATA;
    typedef enum logic [1:0] {IDLE, SETUP, ACCESS} state_type;
    state_type state, next_state;
    always_ff @(posedge PCLK) begin
        if (!PRESETn) begin
            state <= IDLE;
        end else begin
            state <= next_state;
            if (state == ACCESS && R_ENABLE && M_PREADY) begin
            end
        end
    end
    always_comb begin
        next_state = state; 
        case (state)
            IDLE: begin
                if (W_ENABLE || R_ENABLE) begin
                    next_state = SETUP;
                end
            end
            SETUP: begin
                next_state = ACCESS;
            end
            ACCESS: begin
                if (!M_PREADY) begin
                    next_state = ACCESS;  
                end else if (W_ENABLE || R_ENABLE) begin  
                    next_state = SETUP;
                end else begin
                    next_state = IDLE;
                end
            end
            default: begin
                next_state = IDLE;
            end
        endcase
    end
endmodule
### run.sh
#!/bin/bash
# OpenROAD 26Q1-2900-gdf79404cd8, Yosys 0.63+post, stock flow scripts
make -C /OpenROAD-flow-scripts/flow DESIGN_CONFIG=/design/flow/config.mk WORK_HOME=/design/flow/orfs finish
==> flow_metrics.py <==
# Metrics from the implementation run
metrics = {
    "clock_network": {
        "hold_buffers": 0,
        "cts_sinks": 3,
        "clk_pin_slew_worst_paths_ps": 30,
        "clockRootBuffer": "clkbuf_8",
        "cts_tree": "done",
        "htreeDepth": 1,
        "numCtsBuffers": 3,
        "clock_latency_ps": 210,
        "postCtsSetupBuffers": 0,
        "clock_path_buffers": 2,
        "cts_resized": 0,
    },
    "timing": {
        "setup_violations": 0,
        "hold_viol_final": 0,
        "skew_ps": 0.255,
        "hold_ws_ps": 446,
        "clock.fmax_mhz": 376,
        "tightest_slew_ps": 400,
        "worst_slack_ps": 542,
        "tns_ps": 0,
        "fin_crit_sh_pct": 83.0,
        "rsz0062_at_grt": "false",
        "finalCriticalPeriod_ps": 2660,
        "drv_slew": 0,
        "maxSlewHeadroom_pct": 73.3,
    },
    "layout": {
        "instances_no_fill": 291,
        "n_fill_cell": 575,
        "layout-drive-gt1-share_pct": 16.9,
        "fin_area_um2": 2120,
        "comb_area_um2": 532,
        "regMostFlops": "state",
        "largestRegisters": "state: 3 flops",
        "largest_register_ffs": 3,
        "syn2layout_area_growth_pct": 140,
        "regArea_um2": 60.1,
        "postLayoutCoreUtil_pct": 38.3,
    },
    "setup_path": {
        "required_ps": 2560,
        "cp-start-kind": "primary input",
        "arrival_ps": 2020,
        "cp_max_fo": 32,
        "crit_type": "in -> out",
        "cp-end-kind": "primary output",
    },
    "place": {
        "place_area_um2": 2070,
        "place_congestion": 0.778,
        "port_buffers": 136,
        "pre_cts_ws_ps": 523,
        "dp_cells": 287,
        "dp_hpwl_mm": 3.84,
    },
    "die": {
        "core_region_area_um2": 5540,
        "fp_util_pct": 16.0,
        "die_w_um": 96,
        "dieArea_um2": 9220,
        "io_pins": 201,
        "die-height_um": 96,
        "rows": 27,
    },
    "global_routing": {
        "grt_pass1_wl_mm": 5.63,
        "grt_pass1_vias": 1109,
        "grt.overflow.total": 0,
        "grt_max_degree": 33,
        "grt_antenna_before_repair": 0,
        "grt_usage_pct": 7.72,
    },
    "pwr": {
        "p_total_mw": 0.404,
        "ir_worst_vdd_v": 0.000185,
        "powerDensity_nw_per_um2": 190,
        "p_leak_nw": 0.828,
    },
    "route": {
        "wl_met1_mm": 1.32,
        "num_vias": 1061,
        "route.met2.wl_mm": 2.13,
        "top_layer": "met4",
        "initialDrtViolationCount": 3,
        "wirelength_mm": 4.24,
        "drt_pass1_iterations": 2,
        "drcViolationCount": 0,
        "dr_wl_met3_um": 726,
        "diodes": 0,
        "viasPerCell": 3.65,
        "wl_per_cell_um": 14.6,
        "ant_nets": 0,
    },
    "yosys": {
        "ys_warn_count": 1,
        "synth-main-ff-cell": "dfxtp_1",
        "yosysMostFrequentCell": "buf_4",
        "synth-edff-count": 0,
        "synthTopCellsByCount": "buf_4, and2_4, nor2b_1",
        "ys_cells": 115,
        "syn_area_per_cell_um2": 7.69,
        "synth_cells": 115,
        "ys_seq_share_pct": 6.79,
        "netlist_area_um2": 885,
        "ys.flops": 3,
        "ys_types": 15,
        "synth.top_cell.area_share_pct": 29.7,
        "top_cells_by_area": "and2_4, buf_4, nor2b_1, dfxtp_1, buf_6",
        "async_flop_share_pct": 0,
        "largest_area_cell": "and2_4",
        "yosysChipArea_um2": 885,
    },
    "worst_hold_path": {
        "min_path_type": "reg -> reg",
    },
    "run": {
        "tool_warnings": 25,
        "maxCapViolations": 0,
    },
    "run_status": {
        "run_status": "complete, no violations",
    },
}
[area by class of cell]
cell class                      count  area share (%)
Timing Repair Buffer              138            65.5
Multi-Input combinational cell     73            25.1
Tap cell                           72            4.25
Sequential cell                     3            2.83
Clock buffer                        4            2.13
Inverter                            1           0.177
[report_power, final]
part           switching (mW)  internal (mW)  total (mW)
Combinational          0.0466          0.205       0.252
Sequential            0.00354         0.0403      0.0438
Clock                  0.0230         0.0848       0.108
[kinds of logic after synthesis]
family,count (synthesis),share of synthesized area (%)
simple gates,69,57.6
compound gates,4,2.55
buf+inv,39,33.1
flops,3,6.79
[layer usage]
layer | vias to the layer above | global-route usage (%)
met5 | - | 0
met4 | 0 | 1.23
met3 | 8 | 5.42
met2 | 96 | 13.6
met1 | 440 | 7.30
li1 | 517 | -
[worst paths after layout]
check / from / to / slack [ps] / cells after the start
setup / recovery: W_ENABLE / M_PWDATA[10] / 540 / 5
hold / removal: state[2] / state[1] / 450 / 1
setup reg to reg: state[0] / state[0] / 2020 / 3
hold reg to reg: state[2] / state[1] / 450 / 1
[layout by cell type, fill, tap and decap left out]
cell type and instances:
o21ai_0 2, dfxtp_1 3, buf_12 1, clkdlybuf4s50_1 136
clkbuf_8 3, a21oi_1 1, buf_4 1, clkbuf_1 1
nor2b_1 30, and2_4 30, and2_1 2, inv_1 1
nand2_2 1, nor2_1 1, o21a_1 1, and2b_1 4
or2_2 1
[worst max-delay path: stages]
cell and delay (ps):
clkdlybuf4s50_1 450, nand2_2 110, buf_12 180, and2_4 150, clkdlybuf4s50_1 480
Power is estimated from default activity; no workload was simulated.
