==> flow/run.sh <==
#!/bin/bash
# OpenROAD 26Q1-2900-gdf79404cd8, Yosys 0.63+post, stock flow scripts
make -C /OpenROAD-flow-scripts/flow DESIGN_CONFIG=/design/flow/config.mk WORK_HOME=/design/flow/orfs finish
==> flow/config.mk <==
export PLATFORM = sky130hd
export DESIGN_NAME = apb_slave
export DESIGN_NICKNAME = apb_slave
export VERILOG_FILES = /design/flow/design.v
export SDC_FILE = /design/flow/constraint.sdc
export NUM_CORES = 4
export LEC_CHECK = 1
export CORE_UTILIZATION = 50
==> flow/constraint.sdc <==
current_design apb_slave

set clk_period 3.4
set clk_io_pct 0.2

create_clock -name clk0 -period $clk_period [get_ports {PCLK}]

set non_clock_inputs [all_inputs -no_clocks]
set_input_delay [expr $clk_period * $clk_io_pct] -clock clk0 $non_clock_inputs
set_output_delay [expr $clk_period * $clk_io_pct] -clock clk0 [all_outputs]
==> flow/design.v <==
module apb_slave #(
    parameter ADDRESS_WIDTH = 32,
    parameter DATA_WIDTH = 32
)(
    input  logic PCLK,
    input  logic PRESETn,
    input  logic S_PSEL,
    input  logic S_PENABLE,
    input  logic S_PWRITE,
    input  logic [ADDRESS_WIDTH-1:0] S_PADDR,
    input  logic [DATA_WIDTH-1:0] S_PWDATA,
    output logic S_PREADY,
    output logic [DATA_WIDTH-1:0] S_PRDATA,
    output logic mem_we,
    output logic mem_enable,
    output logic [ADDRESS_WIDTH-1:0] mem_addr,
    output logic [DATA_WIDTH-1:0] mem_data_in,
    input  logic [DATA_WIDTH-1:0] mem_data_out
);
    always_ff @(posedge PCLK) begin
        if (!PRESETn) begin
            S_PREADY <= 1'b0;
            mem_enable <= 1'b0;
        end else begin
            if (S_PSEL && S_PENABLE) begin
                    mem_enable <= 1'b1;
                    mem_we <= S_PWRITE;
                    mem_addr <= S_PADDR;
                if (S_PWRITE) begin 
                    mem_data_in <= S_PWDATA;
                    S_PREADY <= 1'b1;  
                end else begin  
                    S_PRDATA <= mem_data_out;
                    S_PREADY <= 1'b1;  
                end
            end else begin
               mem_we <= 1'b0;
               S_PREADY <= 1'b0;
                mem_enable <= 1'b0;
            end
        end
    end
endmodule
==> flow_summary.ini <==
; implementation run metrics
[status]
status = aborted with a tool error
stop_stage = detailed placement (3_5_place_dp)
error_line = [ERROR DPL-0036] Detailed placement failed.

[yosys]
ys_types = 6
edf_count = 97
yosys_warnings = 1
yosys.area.top_type = edfxtp_1
area_leaders = edfxtp_1 (98%), and3_2 (0.76%), dfxtp_1 (0.67%)
flop_cell = edfxtp_1
synthDominantCellAreaShare_pct = 97.7
postSynthAreaPerCell_um2 = 28.7
ys_seq_elements = 98
syn_inst = 104
synth_area_um2 = 2980
top_cells_by_count = edfxtp_1 (97), and3_2 (3)
yosysChipArea_um2 = 2980
post-synth-top-count-cell = edfxtp_1
yosys_cells = 104
async_flop_share_pct = 0
synth_seq_share_pct = 98.4

[floorplan]
ios = 200
initial_core_util_pct = 52.8
die_y_um = 79.2
die_width_um = 79.2
rows = 27

[placed_design]
place_congestion = 0.869
numPortBuffers = 199
-- per-stage QoR --
stage             setup slack, ns  instance area (µm²)  std cells
floorplan                    1.39                 2980        104
global placement             1.17                 5070        376
-- cell families after synthesis --
family                 synth area share [%]
buffers and inverters                 0.252
flip-flops                             98.4
AND/OR/NAND/NOR                        1.38
